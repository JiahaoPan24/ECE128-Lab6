==> flow/design.v <==
`timescale 1ns / 1ps
module TFF( input clk, input rstn, input t, output reg q);  
  always @ (posedge clk) 
  begin  
    if (!rstn)         
      q <= 1'b0;  
    else if (t)               
        q <= ~q; 
  end  
endmodule  
`timescale 1ns / 1ps
module TFF_3( input clk, rstn, output reg [2:0] count);
  wire t0, t1, t2;
  TFF T0 (clk, rstn, 1'b1, t0);
  TFF T1 (clk, rstn, t0, t1);
  TFF T2 (clk, rstn, t1&t0, t2);
  always @(posedge clk) 
    begin
      if (!rstn) 
        count <= 3'b000;
      else
        count <= {t2, t1, t0};
    end
endmodule
==> flow/run.sh <==
#!/bin/bash
# OpenROAD 26Q1-2900-gdf79404cd8, Yosys 0.63+post, stock flow scripts
make -C /OpenROAD-flow-scripts/flow DESIGN_CONFIG=/design/flow/config.mk WORK_HOME=/design/flow/orfs finish
==> flow/config.mk <==
export PLATFORM = sky130hd
export DESIGN_NAME = TFF_3
export DESIGN_NICKNAME = TFF_3
export VERILOG_FILES = /design/flow/design.v
export SDC_FILE = /design/flow/constraint.sdc
export NUM_CORES = 4
export LEC_CHECK = 1
export CORE_AREA = 10 10 70 70
export DIE_AREA = 0 0 80 80
==> flow/constraint.sdc <==
current_design TFF_3

set clk_period 1.5
set clk_io_pct 0.2

create_clock -name clk0 -period $clk_period [get_ports {clk}]

set non_clock_inputs [all_inputs -no_clocks]
set_input_delay [expr $clk_period * $clk_io_pct] -clock clk0 $non_clock_inputs
set_output_delay [expr $clk_period * $clk_io_pct] -clock clk0 [all_outputs]
==> results.json <==
{
  "cts_resized": 0,
  "worstSkewPairLatency_ns": 0.24,
  "layout-drive-gt1-share_pct": 40.9,
  "place_inst": 65,
  "clock_sinks": 6,
  "portBuffers": 4,
  "setup-tns-final_ns": 0,
  "busiest_layer": "met2",
  "tool_warnings": 25,
  "cts_made_buffers": 3,
  "die_area_sq_um": 6400,
  "regToRegEndpoint": "T2.q",
  "pin_count": 5,
  "clockBufferDepth": 2,
  "netlist_area_sq_um": 195,
  "p_per_area_nw_per_um2": 1100,
  "cp-end-kind": "output pin",
  "skew_ns": 0.00458,
  "dr.pass1.iters": 2,
  "ys_sh_simple_pct": 26.3,
  "hold_end": "count[2]",
  "critPathRequiredTime_ns": 1.20,
  "ys_ff": 6,
  "postCtsSetupBuffers": 0,
  "max-vdd-ir-drop_uv": 147,
  "reg2reg_depth": 2,
  "ys_sh_adder_pct": 0,
  "period_needed_ns": 1.30,
  "clk_pin_slew_ns": 0.04,
  "drt-vias-per-instance": 1.78,
  "r2r-start": "T2.q",
  "grt_first_pass_wirelength_um": 496,
  "rsz0062_at_grt": "false",
  "ys_chip_area_sq_um": 195,
  "worstSetupPathType": "flip-flop to output pin",
  "top_logic_kind": "simple AND/OR/NAND/NOR gates",
  "use_met1_pct": 0.938,
  "std_cell_rows": 21,
  "gp_congestion": 0.681,
  "die_h_um": 80,
  "worst_pin_slew_ns": 0.148,
  "drc": 0,
  "grt_use_met2_pct": 1.36,
  "fp_util_pct": 5.71,
  "max-cap-violations": 0,
  "setup_violations": 0,
  "ff2ff_setup_slack_ns": 0.63,
  "die_w_um": 80,
  "ys_cells": 15,
  "slowest_stage": "clkdlybuf4s50_1",
  "grt_pass1_vias": 132,
  "maxSlewViolCount": 0,
  "grt_overflow": 0,
  "worst_path_dominant_cell_family": "buffers and inverters",
  "final_cells": 68,
  "avgSynthCellArea_sq_um": 13.0,
  "slew_headroom_pct": 90.1,
  "syn2layout_area_growth_pct": 61.5,
  "cts_tree": "yes",
  "critPathLaunchType": "flip-flop",
  "crit_chain": "clkdlybuf4s50_1",
  "wirelength_um": 309,
  "fmax_ghz": 0.772,
  "drtAntennaViolNets": 0,
  "grtUsageMet3_pct": 0.227,
  "xor_share_pct": 4.49,
  "hold_depth": 1,
  "seq_area_frac_synth_pct": 61.5,
  "core_sq_um": 3420,
  "drtIter0Drc": 4,
  "min_from": "T2.q",
  "antenna_found_initial": 0,
  "htreeDepth": 1,
  "yosys.area_share.aoi_pct": 0,
  "vias": 121,
  "wire_per_inst_um": 4.54,
  "cts_hold_buf": 0,
  "diodes": 0,
  "cp.arrival_ns": 1.00,
  "fin_crit_sh_pct": 86.4,
  "cts-root-buf": "clkbuf_4",
  "grt_usage_pct": 0.882,
  "p_leak_nw": 0.118,
  "synth_cell_types": 8,
  "path_max_fanout": 1,
  "yosys_warnings": 2,
  "cp_slowest_stage_delay_ns": 0.46,
  "grt_max_degree": 7,
  "hold_viol_final": 0,
  "status": "complete, no violations",
  "synth_cells": 15,
  "hold_class": "flip-flop to flip-flop",
  "ys_sh_mux_pct": 7.69,
  "path_buffers": 1,
  "power_mw": 0.347
}
[cell families (layout without fill, tap and decap cells)]
| group | Yosys count | in the layout |
|---|---|---|
| AND/OR/NAND/NOR | 7 | 7 |
| flip-flops | 6 | 6 |
| XOR/XNOR | 1 | 1 |
| multiplexers | 1 | 1 |
| buffers and inverters | 0 | 7 |
[cells in the mapped netlist]
master | number | area [sq um]
nand2_1 | 1 | 3.75
dfxtp_1 | 6 | 120
and2_2 | 3 | 22.5
mux2_4 | 1 | 15.0
and2b_2 | 1 | 8.76
and2_4 | 1 | 8.76
xor2_1 | 1 | 8.76
and2b_1 | 1 | 7.51
[worst max-delay path by stage]
| stage | start | endpoint | slack (ns) | cells past startpoint |
|---|---|---|---|---|
| after CTS | count[0] | count[0] | 0.18 | 1 |
| final | count[0] | count[0] | 0.20 | 1 |
| after global routing | count[2] | count[2] | 0.15 | 1 |
[worst register-to-register path, stage by stage (launching register included)]
cell and delay (ns):
dfxtp_1 0.32, and2b_1 0.18, mux2_4 0.25
[where the power goes]
part	switching, mW	total (mW)	internal [mW]
clock network	0.0524	0.143	0.0901
logic	0.00608	0.0272	0.0211
registers	0.00644	0.177	0.171
[registers in the layout, summed over array words and instances (netlist names)]
signal and flops:
T0.q 1, T2.q 1, T1.q 1, count 3
[stage by stage]
step	utilization, %	instance area [sq um]	setup WS, ns	hold WS [ns]
finish	9.23	315	0.205	0.491
global route	9.23	315	0.154	0.510
detailed placement	8.57	293	0.153	0.470
CTS	9.23	315	0.178	0.496
global placement	8.57	293	0.179	0.475
floorplan	-	195	0.669	0.436
[area by class of cell]
| type | instances | area (sq um) |
|---|---|---|
| multi-input combinational | 9 | 75.1 |
| clock buffer | 3 | 22.5 |
| sequential | 6 | 120 |
| fill | 401 | 3100 |
| tap | 46 | 57.6 |
| timing repair buffer | 4 | 40.0 |
[placed cells by master (no fill, tap or decap)]
master           instances
dfxtp_1                  6
clkbuf_4                 3
nand2_1                  1
and2_2                   3
xor2_1                   1
mux2_4                   1
and2b_2                  1
and2_4                   1
and2b_1                  1
clkdlybuf4s50_1          4
[metal layers]
metal  vias to the layer above  wire, um
li1                         62         -
met1                        54       132
met2                         5       159
met3                         0        16
met4                         0         0
met5                         -         0
Power and IR drop assume default switching activity.
